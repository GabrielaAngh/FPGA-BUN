`config.mk`:
```
export PLATFORM = sky130hd
export DESIGN_NAME = pian
export DESIGN_NICKNAME = pian
export VERILOG_FILES = /design/flow/design.v
export SDC_FILE = /design/flow/constraint.sdc
export NUM_CORES = 4
export LEC_CHECK = 1
export CORE_UTILIZATION = 50
```
`constraint.sdc`:
```
current_design pian

set clk_period 3.0
set clk_io_pct 0.2

create_clock -name clk0 -period $clk_period [get_ports {clk}]
create_clock -name clk1 -period $clk_period [get_ports {scl}]

set non_clock_inputs [all_inputs -no_clocks]
set_input_delay [expr $clk_period * $clk_io_pct] -clock clk0 $non_clock_inputs
set_output_delay [expr $clk_period * $clk_io_pct] -clock clk0 [all_outputs]
```
`design.v`:
```
module afisaj7seg ( output reg [6:0] out_seg,
							input [3:0] value );
always @ (value) begin
	case (value)
		0 : out_seg = 7'b1000000;
		1 : out_seg = 7'b1111001;
		2 : out_seg = 7'b0100100;
		3 : out_seg = 7'b0110000;
		4 : out_seg = 7'b0011001;
		5 : out_seg = 7'b0010010;
		6 : out_seg = 7'b0000010;
		7 : out_seg = 7'b1111000;
		8 : out_seg = 7'b0000000;
		9 : out_seg = 7'b0010000;
		10 : out_seg = 7'b0001000;
		11 : out_seg = 7'b0000011;
		12 : out_seg = 7'b1000110;
		13 : out_seg = 7'b0100001;
		14 : out_seg = 7'b0000110;
		15 : out_seg = 7'b0001110;
	endcase
end
endmodule
module clape(
					input clk,
					input rst,
					input [7:0] switch_uri,
					input data_valid,
					input [10:0] sda_to_do,
					input disp_en,
					input [10:0] count_hsync,
					input [9:0] count_vsync,
					output reg [3:0] red,
					output reg [3:0] blue,
					output reg [3:0] green);
reg [25:0] update;
reg [7:0] taste_note;					
localparam do=8'h08, re=8'h01, mi=8'h02, fa=8'h03, sol=8'h04, la=8'h05, si=8'h06, dodo=8'h07;
always @(posedge clk) begin
if(update == 2500000) begin 
	update <= 0;
	if(rst == 0) 
		taste_note<=8'b00;
		else
			if(data_valid == 0)
						  if(sda_to_do[8:1] == 8'h1C | sda_to_do[8:1] == 8'h0E)			taste_note<=do;					
					else if(sda_to_do[8:1] == 8'h1B )				taste_note<=re;										
					else if(sda_to_do[8:1] == 8'h23 )				taste_note<=mi;											
					else if(sda_to_do[8:1] == 8'h2B )				taste_note<=fa;											
					else if(sda_to_do[8:1] == 8'h34 )				taste_note<=sol;											
					else if(sda_to_do[8:1] == 8'h33 )				taste_note<=la;											
					else if(sda_to_do[8:1] == 8'h3B )				taste_note<=si;											
					else if(sda_to_do[8:1] == 8'h42 )				taste_note<=dodo;				   
					else taste_note<=8'h0;
			else taste_note<=8'h00; end
	else update <= update+1;		
			end 	
always @(posedge clk)
	if(rst == 0) begin
		red<=0;
		green<=0;
		blue<=0; end
		else 
		if(disp_en == 0) begin
			if	((count_hsync < 98 | (count_hsync > 100 & count_hsync <198) | (count_hsync > 200 & count_hsync < 298) | (count_hsync > 300 & count_hsync < 398) | 
			(count_hsync > 400 & count_hsync < 498) | (count_hsync > 500 & count_hsync < 598) | (count_hsync > 600 & count_hsync < 698) | 
				(count_hsync > 700 & count_hsync < 800)) & (count_vsync<600)) begin
					red<=4'b1111;
					green<=4'b1111;
					blue<=4'b1111; 										
					if(count_hsync < 98) 
							if(taste_note == do |	switch_uri[0] == 1) begin
								red<=4'b0;
								green<=4'b1111;
								blue<=4'b0;end 
								else  begin
										red<=4'b1111;
										green<=4'b1111;
										blue<=4'b1111; end 
					else  if(count_hsync > 100 & count_hsync <198)
								if(taste_note == re	| switch_uri[1] == 1) begin
									red<=4'b0;
									green<=4'b1111;
									blue<=4'b0;end 
									else  begin
										red<=4'b1111;
										green<=4'b1111;
										blue<=4'b1111; end 
					else  if(count_hsync > 200 & count_hsync <298)
								if(taste_note == mi | switch_uri[2] == 1) begin
									red<=4'b0;
									green<=4'b1111;
									blue<=4'b0;end 
									else  begin
										red<=4'b1111;
										green<=4'b1111;
										blue<=4'b1111; end 
					else  if(count_hsync > 300 & count_hsync <398)
								if(taste_note == fa | switch_uri[3] == 1) begin
									red<=4'b0;
									green<=4'b1111;
									blue<=4'b0;end 
									else  begin
										red<=4'b1111;
										green<=4'b1111;
										blue<=4'b1111; end 
					else  if(count_hsync > 400 & count_hsync <498)
								if(taste_note == sol | switch_uri[4] == 1) begin
									red<=4'b0;
									green<=4'b1111;
									blue<=4'b0;end 
									else  begin
										red<=4'b1111;
										green<=4'b1111;
										blue<=4'b1111; end 
					else  if(count_hsync > 500 & count_hsync <598)
								if(taste_note == la | switch_uri[5] == 1) begin
									red<=4'b0;
									green<=4'b1111;
									blue<=4'b0;end 
									else  begin
										red<=4'b1111;
										green<=4'b1111;
										blue<=4'b1111; end 
					else  if(count_hsync > 600 & count_hsync <698)
								if(taste_note == si | switch_uri[6] == 1) begin
									red<=4'b0;
									green<=4'b1111;
									blue<=4'b0;end 
									else  begin
										red<=4'b1111;
										green<=4'b1111;
										blue<=4'b1111; end 
					else  if(count_hsync > 700 & count_hsync <800)
								if(taste_note == dodo | switch_uri[7] == 1) begin
									red<=4'b0;
									green<=4'b1111;
									blue<=4'b0;end 
									else  begin
										red<=4'b1111;
										green<=4'b1111;
										blue<=4'b1111; end 
					else  begin
									red<=4'b1111;
									green<=4'b1111;
									blue<=4'b1111; end 
			end else begin red<=0;
						green<=0;
						blue<=0; end	
		end else begin red<=0;
						green<=0;
						blue<=0; end
endmodule
module pian(														 
					input clk,
					input rst_ps,
					input rst_clape,
					input rst_sync,
					input [7:0] switch_uri,
					input scl,
					input sda,
					output [6:0] data_out,						
					output [6:0] data_out_doi,
					output data_valid,
					output [3:0] red,
					output [3:0] blue,
					output [3:0] green,
					output disp_en,
					output hsync,
					output vsync);
wire [10:0] sda_to_do;
wire [10:0] count_hsync;
wire [9:0] count_vsync;
ps2 ps21(
				.clk(clk),
				.rst(rst_ps),
				.scl(scl),
				.sda(sda),					
				.data_valid(data_valid),
				.sda_to_do(sda_to_do));
clape clape1(
					.clk(clk),
					.rst(rst_clape),
					.switch_uri(switch_uri),
					.data_valid(data_valid),
					.sda_to_do(sda_to_do),
					.disp_en(disp_en),
					.count_hsync(count_hsync),
					.count_vsync(count_vsync),
					.red(red),
					.blue(blue),
					.green(green));
sync sync1(
					.clk(clk),
					.rst(rst_sync),
					.disp_en(disp_en),
					.hsync(hsync),
					.vsync(vsync),
					.count_hsync(count_hsync),
					.count_vsync(count_vsync));
afisaj7seg afisaj7seg1( .value(sda_to_do[4:1]), .out_seg(data_out));				
afisaj7seg afisaj7seg2( .value(sda_to_do[8:5]), .out_seg(data_out_doi));
endmodule
module ps2(
				input clk,
				input rst,
				input scl,
				input sda,					
				output data_valid,
				output [10:0] sda_to_do);
reg [10:0] sda_to_doo;
assign sda_to_do=(rst == 0) ? 11'b0:sda_to_doo;
reg data_received;
reg [4:0] count=0;
reg en;
wire xorr;
assign xorr = (sda_to_do[0] ^ sda_to_do[1] ^ sda_to_do[2] ^ sda_to_do[3] ^ sda_to_do[4] ^ sda_to_do[5] ^ sda_to_do[6] ^ sda_to_do[7] ^ sda_to_do[8] ^ sda_to_do[10]);
assign data_valid = en;
always @(negedge scl) begin	
	sda_to_doo[10:0] <= {sda, sda_to_doo[10:1]};
	if(count == 10) begin
		data_received <= 1;
		count <= 0; end
	else begin
		count <= count + 1;
		data_received <= 0; end
end
always @(posedge clk) begin
		if(rst) 
			if(data_received == 1)
				if(xorr == sda_to_do[9]) 
							if(sda_to_do[10] == 1)	 	 					
								en<=1;									
							else en<=0;
				else en<=0;
			else en<=0;
		else en<=0;	
end 
endmodule
module sync(
					input clk,
					input rst,
					output disp_en,
					output reg hsync,
					output reg vsync,
					output reg [10:0] count_hsync,
					output reg [9:0] count_vsync);
assign disp_en = ((count_hsync < 800)&(count_vsync < 600)) ?  0:1;
always @(posedge clk)
			if(rst == 0) begin
					hsync<=0;
					vsync<=0;
					count_hsync<=0;
					count_vsync<=0; end 
					else begin if((count_hsync >855) & (count_hsync <976)) begin
											hsync<=1;
											count_hsync<=count_hsync+1; end
											else begin hsync<=0;
														  count_hsync<=count_hsync+1;														  
														  if(count_hsync == 1039) begin 
																		count_hsync<=0;
																		count_vsync<=count_vsync+1;											
																		if((count_vsync >636) & (count_vsync <643)) begin
																					vsync<=1;
																					count_vsync<=count_vsync+1; end 
																					else begin vsync<=0;
																								  count_vsync<=count_vsync+1;
																								  if(count_vsync == 665)
																												count_vsync<=0;
																											else count_vsync<=count_vsync+1;	end 
																							end else count_hsync<=count_hsync+1;
													end 								
								end
endmodule
```
`run.sh`:
```
#!/bin/bash
# OpenROAD 26Q1-2900-gdf79404cd8, Yosys 0.63+post, stock flow scripts
make -C /OpenROAD-flow-scripts/flow DESIGN_CONFIG=/design/flow/config.mk WORK_HOME=/design/flow/orfs finish
```
==> flow_summary.toml <==
# physical design summary
[final_timing]
tightestPinTransition_ns = 0.7374
setup_viol = 20
rsz0062_at_grt = "yes"
fin_skew_ns = 0.01659
whs_ns = 0.3483
setup_tns_ns = -9.486
finalWorstSetupSlack_ns = -0.6512
slew_viol_final = 0
hold_viol = 0
slew_headroom = 0.5017

[synth]
top_cell_area_share = 0.3482
synthArstFlopShare = 0
ys_seq_elements = 77
ys_cells = 501
ys.warnings.count = 4
synth_cell_types = 69
synth-edff-count = 2
topCellsByArea = "dfxtp_1 (35%), xnor2_1 (5.9%), ha_1 (5.8%)"
syn_area_per_cell_sq_um = 8.606
top_area_cell = "dfxtp_1"
synthCells = 501
netlist_area_sq_um = 4312
yosys_area_sq_um = 4312
yosysSeqAreaShare = 0.3622
ff_type = "dfxtp_1"

[floorplan]
placementRows = 33
pin_count = 44
die_w_microns = 94.86
fp-utilization = 0.5195
die_y_microns = 94.86
core_area_sq_um = 8299
die_area_sq_um = 8998

[outcome]
status = "complete, but fails checks"
violations = "negative setup slack"

[critical_path]
crit_chain = "nand2_8 -> buf_6 -> ha_4 -> and2_4 -> o21ai_4 -> o311ai_2 -> buf_2"
crit_family = "flip-flops"
worstPathMaxFanout = 5
endpoint_kind = "output port"
r2r_cells = 10
worst-path-buf-inv = 2
required_ns = 2.40
worstReg2RegEnd = "clape1.taste_note[3]"
worst_path_max_delay_cell = "dfxtp_4"
worstSetupPathType = "reg2out"
start_kind = "flip-flop"
regToRegStartpoint = "ps21.sda_to_doo[1]"
cp.arrival_ns = 3.05
worst_path_largest_cell_delay_ns = 0.36
reg2reg_setup_slack_ns = -0.41

[power_and_ir_drop]
vdd_drop_max_uv = 359.7
p_sw_frac = 0.2698
switchingPower_uw = 609.2
cellInternalPower_mw = 1.649
power_frac_clock = 0.403
power_density_nw_per_um2 = 390.2
pwr-share-seq = 0.472
p_leak_nw = 2.334
comb_power_share = 0.125

[global_route]
overflow = 0
grt_pass1_wl_mm = 16.45
track_usage = 0.2338
antenna_found_initial = 0
grt_max_degree = 18
grt_pass1_vias = 3567

[detailed_routing]
vias_per_cell = 5.438
detail-route-antenna-nets = 0
drt_pass1_iterations = 4
routedWlPerCell_microns = 13.92
drc = 0
wl_mm = 9.831
diodes = 0
dr_total_vias = 3839
drtIter0Drc = 109

[cts]
cts_tree = "built"
clkTransAtPathRegs_ns = 0.04
numClockSinks = 77

[min_path]
hold_path_depth = 0
min_from = "ps21.sda_to_doo[9]"
hold_end = "ps21.sda_to_doo[8]"
min_path_type = "reg2reg"

[run]
maxCapViolations = 0
warnings = 61

[placed_design]
io_buffers = 42
place.gp.congestion = 0.8722
hpwl_mm = 6.784

[final_layout]
combGateArea_sq_um = 2880
syn2layout_area_growth_pct = 34.21
lay_top_cells = "dfxtp_1 (68), nor2_1 (50), buf_4 (42)"
lay_top_count = "dfxtp_1"
regArea_sq_um = 1578
fillers = 652
drive_above_1_share = 0.2812
==> power groups by stage <==
stage	registers [mW]	logic [mW]	clock network [mW]
4_1_cts	1.07	0.261	0.943
5_1_grt	1.07	0.304	0.995
6_report	1.07	0.282	0.910
==> routing by layer <==
layer / global-route usage / routed length, microns / up-vias
met5: 0 / 0 / -
met4: 0.04293 / 133 / 0
met3: 0.04575 / 458 / 12
met2: 0.3663 / 4464 / 84
met1: 0.3461 / 4774 / 1786
li1: - / - / 1957
==> worst reg2reg max path, cell delays in order (launching register included) <==
cell,delay [ns]
dfxtp_2,0.31
and2_4,0.19
inv_6,0.08
ha_4,0.13
buf_6,0.09
buf_6,0.09
a22oi_2,0.06
or3_4,0.33
o211a_1,0.17
and2b_1,0.19
a22o_1,0.18
==> registers in the layout, summed over array words and instances, names as in the netlist, named ones only <==
name and count:
sync1.vsync 1, clape1.update 26, clape1.blue 1, ps21.sda_to_doo 11
sync1.hsync 1, clape1.taste_note 6, clape1.green 1, ps21.en 1
ps21.data_received 1, ps21.count 5, sync1.count_vsync 10, sync1.count_hsync 11
==> per-stage QoR <==
step           total power [mW]    util  instances  area, sq um  worst slack [ns]
2_1_floorplan             1.239       -        501         4462           -0.1991
4_1_cts                   2.270  0.6808        702         5650           -0.6669
3_5_place_dp              1.354  0.6201        659         5146           -0.7216
5_1_grt                   2.368  0.6973        706         5787           -0.7064
6_report                  2.258  0.6973        706         5787           -0.6512
3_3_place_gp              1.354  0.6201        659         5146           -0.7120
==> how the worst max path moves through the flow <==
stage / from / end / slack, ns / depth (start not counted)
after CTS: ps21.sda_to_doo[1] / data_out[6] / -0.67 / 7
after global routing: ps21.sda_to_doo[5] / data_out_doi[3] / -0.71 / 9
final: ps21.sda_to_doo[5] / data_out_doi[6] / -0.65 / 7
==> cells by family after synthesis <==
kind of cell    share of synthesized area
flops                              0.3622
mux                               0.01422
simple gates                       0.2707
xor+xnor                          0.09750
compound gates                     0.1358
buf+inv                           0.06152
fa+ha+maj                         0.05804
==> cell usage after synthesis (3+ instances only) <==
| master | number |
|---|---|
| nand3_1 | 25 |
| xnor2_1 | 29 |
| buf_4 | 15 |
| nand4_1 | 13 |
| dfxtp_1 | 75 |
| and3_1 | 12 |
| or3_1 | 5 |
| nor4_1 | 4 |
| and2_1 | 11 |
| nand2b_1 | 9 |
| o311ai_0 | 3 |
| nor3_1 | 11 |
| nor4b_1 | 6 |
| a22o_1 | 4 |
| and4_1 | 4 |
| inv_1 | 18 |
| nor2_1 | 51 |
| nand2_1 | 33 |
| clkbuf_1 | 8 |
| ha_1 | 20 |
| mux2i_1 | 5 |
| o21ai_0 | 16 |
| or2_2 | 4 |
| o22ai_1 | 7 |
| nor3_2 | 3 |
| xor2_1 | 19 |
| a211o_1 | 3 |
| a21o_1 | 3 |
| nor2b_1 | 6 |
| a21oi_1 | 19 |
| buf_2 | 9 |
| nand3b_1 | 3 |
==> timing repair <==
item / 4_1_cts / 5_1_grt
gates resized: 97 / 25
hold buffers: 0 / 0
pin swaps: 33 / 22
buffers inserted: 8 / 4
endpoints found under the setup margin: 20 / 21
==> final cells by class <==
type / instances / share of cell area
inverter: 17 / 0.01492
sequential: 77 / 0.2726
tap: 105 / 0.02270
clock buffer: 14 / 0.03157
clock inverter: 23 / 0.01816
timing repair buffer: 98 / 0.1423
multi-input combinational: 372 / 0.4977
Power figures rest on the tool's default switching activity, not on a simulated workload.
